--- flow/config.mk ---
export PLATFORM = sky130hd
export DESIGN_NAME = keypad
export DESIGN_NICKNAME = keypad
export VERILOG_FILES = /design/flow/design.v
export SDC_FILE = /design/flow/constraint.sdc
export NUM_CORES = 4
export LEC_CHECK = 1
export CORE_AREA = 10 10 107 107
export DIE_AREA = 0 0 117 117
--- flow/constraint.sdc ---
current_design keypad

set clk_period 2.2
set clk_io_pct 0.2

create_clock -name clk0 -period $clk_period [get_ports {clock}]

set non_clock_inputs [all_inputs -no_clocks]
set_input_delay [expr $clk_period * $clk_io_pct] -clock clk0 $non_clock_inputs
set_output_delay [expr $clk_period * $clk_io_pct] -clock clk0 [all_outputs]
--- flow/design.v ---
module keypad (clock, reset, finish, switch, keycol, keyrow, dot);
	input clock, reset, finish, switch;
	input [3:0] keycol;
	output reg [3:0] keyrow;
	output reg [15:0] dot;
	reg [7:0] pre;
	initial begin
		keyrow = 4'b0111;
		dot = 16'b0000000000000000;
		pre = 8'b11111111;
	end
	always @(posedge clock) begin
		if (!reset) begin
			dot = 16'b0000000000000000;
			pre  = 8'b11111111;
		end
		else if (finish) begin
		end
		else if (switch) begin
			dot = 16'b0000000000000000;
			if ({keyrow, keycol} != pre) begin
				case ({keyrow, keycol})
					8'b11100111:	dot[15] = 1;  
					8'b11101011:	dot[11] = 1;  
					8'b11011011:	dot[10] = 1;  
					8'b10111011:	dot[9]  = 1;  
					8'b11101101:	dot[7]  = 1;  
					8'b11011101:	dot[6]  = 1;  
					8'b10111101:	dot[5]  = 1;  
					8'b11101110:	dot[3]  = 1;  
					8'b11011110:	dot[2]  = 1;  
					8'b10111110:	dot[1]  = 1;  
					8'b11010111:	dot[14] = 1;  
					8'b10110111:	dot[13] = 1;  
					8'b01111110:	dot[0]  = 1;  
					8'b01111101:	dot[4]  = 1;  
					8'b01111011:	dot[8]  = 1;  
					8'b01110111:	dot[12] = 1;  
					default:;
				endcase
			end
			else begin
			end
			case (keyrow)
				4'b0111:	keyrow = 4'b1011;
				4'b1011:	keyrow = 4'b1101;
				4'b1101:	keyrow = 4'b1110;
				4'b1110:	keyrow = 4'b0111;
				default:;
			endcase
			pre = {keyrow, keycol};
		end
		else begin
		end
	end
endmodule
--- flow/run.sh ---
#!/bin/bash
# OpenROAD 26Q1-2900-gdf79404cd8, Yosys 0.63+post, stock flow scripts
make -C /OpenROAD-flow-scripts/flow DESIGN_CONFIG=/design/flow/config.mk WORK_HOME=/design/flow/orfs finish
==> results.txt <==
This note records the results obtained with Yosys and OpenROAD.

Floorplanning
The die extent in x is 117 µm. The number of ports placed on the die boundary is 28. The share of the core area taken by cells at floorplan is 0.127.

According to the floorplan log, the row count is 35. According to the floorplan report, the die height is 117 µm. The core region is 0.00920 mm². The overall die area is 0.0137 mm².

Job
The logs give a warning total of 25. Max-cap violations in this run came to 0.

Power and ir drop
The worst voltage drop across the vdd grid is 0.292 mV. The total power divided by cell area is 578 mW/mm². Of the total power, combinational logic draws 0.087. The net switching power is 0.199 mW. The cell internal power dissipation is 0.768 mW. The power report puts the leakage power at 0.566 nW. The switching power share of the total is 0.206. The sequential fraction of design power is 0.556.

The part of the total power dissipated in the clock network is 0.357.

Detailed routing
The number of inserted diodes is 0. The wire length reported by the detailed router is 3.00 mm. The first-pass detailed-route iteration total is 4. The count of antenna-violating nets left after detailed routing is 0. The DRC violation total left in the routed layout is recorded as 0. After detailed routing, the number of vias per cell comes to 3.63. TritonRoute output was used to compute an average wire per cell of 11.9 µm. The detailed router finished its first iteration with 70 violations. The total vias in the final route is 916.

Placed design
The cell count after placement is 248. Buffers placed on the I/O ports in this run total 27. RePlAce ended its routability-driven mode at a weighted congestion of 0.768. Detailed placement ended at an HPWL of 2.40 mm.

Worst setup path
STA classifies the critical path endpoint as an output port. The launching element of the worst setup path is keyrow[2]. For the worst reg-to-reg path, the startpoint reported by OpenROAD is keyrow[0]. Traced cell by cell, the critical path runs through clkdlybuf4s50_1.

The endpoint of the most critical register-to-register path is dot[8]. The OpenROAD report gives the critical path a required time of 1.76 ns. The worst-path cell with the longest stage delay is sky130_fd_sc_hd__clkdlybuf4s50_1. The data arrival time reported for the critical path is 1.33 ns. The internal reg-to-reg setup slack is 0.52 ns. STA classifies the critical path startpoint as a register.

The path type of the worst setup path is register to output port. The highest cell delay on the worst timing path is 0.55 ns. Together, buffers and inverters on the worst path number 1.

For the worst flop-to-flop path, the logic depth is 4. Per the timing report, the biggest fanout along the worst path comes to 9. The category of cells accounting for the largest share of critical-path delay is buffers and inverters.

Cells and area
Per the layout area report, the combinational gate area comes to 529 µm². The final report lists a non-filler cell total of 252. The final-layout fill cell count is 1003. The fraction of layout instances using a drive strength above 1 is 0.156. Compared with the post-synthesis result, the final layout area differs by 43.5%.

The final standard cell utilization of the core is 0.182. The area taken by flip-flops and latches is 601 µm².

Synth
The mapped cell area is 0.00117 mm². Per the synthesis report, the XOR/XNOR share of the synthesized area is 0.0601. Warnings reported by Yosys during synthesis add up to 1.

The synthesized chip area reported by yosys is 0.00117 mm². Among the non-sequential cells, simple AND/OR/NAND/NOR gates take the most area. The cell count in the Yosys report is 107.

The cell accounting for the most synthesized area is sky130_fd_sc_hd__dfxtp_1. In this run, the synthesized area fraction spent on AND-OR/OR-AND gates is recorded as 0.137. The area fraction in full adders, half adders and majority gates is 0. For reference, the top cells by area after synthesis are sky130_fd_sc_hd__dfxtp_1 (41%), sky130_fd_sc_hd__a32o_1 (14%), sky130_fd_sc_hd__edfxtp_1 (10%), sky130_fd_sc_hd__nand2_1 (7.1%), sky130_fd_sc_hd__xor2_1 (6.0%). The share of the synthesized area in the top cell type is 0.412.

Per the synthesis report, the simple-gate share of the synthesized area is 0.183. The mux contribution to synthesized area is 0.0730. A synthesized cell averages 10.9 µm². Per the synthesis report, the number of distinct cell types is 20. Of the synthesized area, sequential elements account for 0.515.

Per the post-synthesis report, the number of cells in the design is 107. The register bit total from synthesis is 28.

Clock network
The number of instances resized during post-cts repair is 0. The number of buffers created by CTS is 3. The maximum clock path buffer count is 2.

Clock-pin slew was measured on the worst setup and hold paths at 0.09 ns. For the worst-skew pair, the clock arrives at the later sink with an insertion delay of 0.27 ns. In this run the number of H-tree levels came out at 1. Per the CTS log, the root buffer master is sky130_fd_sc_hd__clkbuf_8. The total clock sinks is 28. The post-CTS hold buffer count recorded in the log is 0.

The CTS tree is yes. In this run the post-CTS setup repair buffer count came out at 0.

GRT
The via count of the first global-routing pass was 914. The first global-routing pass estimated 4.82 mm of wire. The initial antenna violation count was 0. The overall global routing resource usage is 0.0441. Entering global routing, the biggest net connects 17 pins. The aggregate global routing overflow is 0.

Hold path
The endpoint of the worst hold path is reported as dot[12]. The class of the worst hold path is register to register. The worst hold path cell count is 1. The startpoint of the worst hold path is dot[12].

Timing
Clock skew on the completed layout was measured at 0.00337 ns. The worst slew margin relative to its limit is 0.626. The count of final max-slew check failures is 0.

Setup repair after global routing left no endpoint under its margin. The setup total negative slack is 0 ns. The final count of hold timing violations is 0. The final clock period utilization by the worst path is 0.806. In this build the clock could be raised as far as 564 MHz. Counting I/O delays and the setup requirement, the final critical path takes 1.77 ns. The transition at the pin with the smallest max-transition slack is 0.557 ns.

The final setup violation count is 0.

Outcome
The run finished with clean final reports.
==> metrics by stage <==
stage / total power, mW / cell area [µm²] / hold WS, ns / worst slack, ns
global placement: 0.634 / 1610 / 0.455 / 0.188
floorplan: 0.596 / 1170 / 0.419 / 0.696
CTS: 0.981 / 1670 / 0.485 / 0.395
finish: 0.968 / 1670 / 0.476 / 0.427
detailed placement: 0.635 / 1610 / 0.461 / 0.154
global route: 1.02 / 1670 / 0.497 / 0.298
==> final cells by class <==
class / count / share of cell area
Multi-Input combinational cell: 73 / 0.316
Clock buffer: 4 / 0.0396
Timing Repair Buffer: 36 / 0.202
Tap cell: 111 / 0.0830
Sequential cell: 28 / 0.359
==> synth_stat cells <==
master,n
sky130_fd_sc_hd__a32o_1,16
sky130_fd_sc_hd__and2_1,2
sky130_fd_sc_hd__buf_2,2
sky130_fd_sc_hd__buf_4,1
sky130_fd_sc_hd__buf_6,1
sky130_fd_sc_hd__clkbuf_1,2
sky130_fd_sc_hd__dfxtp_1,24
sky130_fd_sc_hd__edfxtp_1,4
sky130_fd_sc_hd__mux2_2,4
sky130_fd_sc_hd__mux2i_1,4
sky130_fd_sc_hd__nand2_1,22
sky130_fd_sc_hd__nand2_2,1
sky130_fd_sc_hd__nand2b_1,1
sky130_fd_sc_hd__nand3_1,4
sky130_fd_sc_hd__nor2b_1,1
sky130_fd_sc_hd__nor3_1,6
sky130_fd_sc_hd__nor3_2,1
sky130_fd_sc_hd__nor4_2,2
sky130_fd_sc_hd__nor4b_2,1
sky130_fd_sc_hd__xor2_1,8
==> state kept, by name, summed over array words and instances (netlist names) <==
name,count
keyrow,4
pre,8
dot,16
==> layer usage <==
metal | vias up | part of all wire | GRT usage | wire, µm
li1 | 465 | - | - | -
met1 | 428 | 0.46 | 0.0587 | 1370
met2 | 21 | 0.46 | 0.0686 | 1370
met3 | 2 | 0.084 | 0.0186 | 252
met4 | 0 | 0.0030 | 0.00247 | 9
met5 | - | 0 | 0 | 0
==> worst max-delay path by stage <==
stage           end  slack (ns)  cells after the start
6_report  keyrow[2]        0.43                      1
5_1_grt      dot[1]        0.30                      5
4_1_cts   keyrow[2]        0.39                      1
==> cell usage in the layout, fill, tap and decap left out, types with 2 or more instances in the layout <==
cell                              instances
sky130_fd_sc_hd__nor4_2                   2
sky130_fd_sc_hd__clkdlybuf4s50_1         27
sky130_fd_sc_hd__xor2_1                   8
sky130_fd_sc_hd__mux2_2                   4
sky130_fd_sc_hd__mux2i_1                  4
sky130_fd_sc_hd__nand2_1                 22
sky130_fd_sc_hd__buf_4                    9
sky130_fd_sc_hd__edfxtp_1                 4
sky130_fd_sc_hd__clkbuf_8                 3
sky130_fd_sc_hd__a32o_1                  16
sky130_fd_sc_hd__nand3_1                  4
sky130_fd_sc_hd__dfxtp_1                 24
sky130_fd_sc_hd__and2_1                   2
sky130_fd_sc_hd__nor3_1                   6
==> power groups by stage <==
stage	clock (mW)	sequential, mW	combinational (mW)
final	0.346	0.538	0.0841
after global routing	0.381	0.540	0.0948
after CTS	0.358	0.538	0.0852
==> logic make-up after synthesis <==
kind of cell,count (synthesis)
AND/OR/NAND/NOR,41
flip-flops,28
AND-OR/OR-AND,16
XOR/XNOR,8
multiplexers,8
buffers and inverters,6
No activity file was given, so power comes from the tool's default toggle rates.
