==> /design/flow/design.v <==
module seg_decoder (in, out);
	input [3:0]in;
	output reg [6:0]out;
	always @(*) begin
		case (in)
			4'b0000:    out = 7'b0000001;
			4'b0001:	out = 7'b1001111;
			4'b0010:	out = 7'b0010010;
			4'b0011:	out = 7'b0000110;
			4'b0100:	out = 7'b1001100;
			4'b0101:	out = 7'b0100100;
			4'b0110:	out = 7'b0100000;
			4'b0111:	out = 7'b0001111;
			4'b1000:	out = 7'b0000000;
			4'b1001:	out = 7'b0000100;
			4'b1010:	out = 7'b0001000;
			4'b1011:	out = 7'b1100000;
			4'b1100:	out = 7'b0110001;
			4'b1101:	out = 7'b1000010;
			4'b1110:	out = 7'b0110000;
			4'b1111:	out = 7'b0111000;
			default:;
		endcase
	end
endmodule
module timer (clock, reset, finish, switch, hr1, hr0, min1, min0, sec1, sec0);
	input clock, reset, finish, switch;
	output [6:0] hr1, hr0, min1, min0, sec1, sec0;
	reg [3:0] hr  [1:0];
	reg [3:0] min [1:0];
	reg [3:0] sec [1:0];
	integer cnt;
	seg_decoder sd5(hr[1] , hr1 );
	seg_decoder sd4(hr[0] , hr0 );
	seg_decoder sd3(min[1], min1);
	seg_decoder sd2(min[0], min0);
	seg_decoder sd1(sec[1], sec1);
	seg_decoder sd0(sec[0], sec0);
	initial begin
		hr [1] = 4'b0000;
		hr [0] = 4'b0000;
		min[1] = 4'b0000;
		min[0] = 4'b0000;
		sec[1] = 4'b0000;
		sec[0] = 4'b0000;
		cnt    = 0;
	end
	always @(posedge clock) begin
		if (!reset) begin
			hr [1] = 4'b0000;
			hr [0] = 4'b0000;
			min[1] = 4'b0000;
			min[0] = 4'b0000;
			sec[1] = 4'b0000;
			sec[0] = 4'b0000;
			cnt    = 0;
		end
		else if (finish) begin
			hr [1] = 4'b1000;
			hr [0] = 4'b1000;
			min[1] = 4'b1000;
			min[0] = 4'b1000;
			sec[1] = 4'b1000;
			sec[0] = 4'b1000;
			cnt    = 0;
		end
		else if (switch) begin
			if (cnt == 50000000) begin
				if (sec[0] == 9) begin
					sec[0] = 4'b0000;
					if (sec[1] == 5) begin
						sec[1] = 4'b0000;
						if (min[0] == 9) begin
							min[0] = 4'b0000;
							if (min[1] == 5) begin
								min[1] = 4'b0000;
								if (hr[0] == 9) begin
									hr[0] = 4'b0000;
									if (hr[1] == 9) begin
										hr[1] = 4'b0000;
									end
									else begin
										hr[1] = hr[1] + 4'b0001;
									end
								end
								else begin
									hr[0] = hr[0] + 4'b0001;
								end
							end
							else begin
								min[1] = min[1] + 4'b0001;
							end
						end
						else begin
							min[0] = min[0] + 4'b0001;
						end
					end
					else begin
						sec[1] = sec[1] + 4'b0001;
					end
				end
				else begin
					sec[0] = sec[0] + 4'b0001;
				end
				cnt = 0;
			end
			else begin
				cnt = cnt + 1;
			end
		end
		else begin
		end
	end
endmodule
==> /design/flow/run.sh <==
#!/bin/bash
# OpenROAD 26Q1-2900-gdf79404cd8, Yosys 0.63+post, stock flow scripts
make -C /OpenROAD-flow-scripts/flow DESIGN_CONFIG=/design/flow/config.mk WORK_HOME=/design/flow/orfs finish
==> /design/flow/config.mk <==
export PLATFORM = sky130hd
export DESIGN_NAME = timer
export DESIGN_NICKNAME = timer
export VERILOG_FILES = /design/flow/design.v
export SDC_FILE = /design/flow/constraint.sdc
export NUM_CORES = 4
export LEC_CHECK = 1
export CORE_UTILIZATION = 40
==> /design/flow/constraint.sdc <==
current_design timer

set clk_period 4.5
set clk_io_pct 0.2

create_clock -name clk0 -period $clk_period [get_ports {clock}]

set non_clock_inputs [all_inputs -no_clocks]
set_input_delay [expr $clk_period * $clk_io_pct] -clock clk0 $non_clock_inputs
set_output_delay [expr $clk_period * $clk_io_pct] -clock clk0 [all_outputs]
==> results.cfg <==
; synthesis and place-and-route metrics
[drt]
firstDrtPassIters = 5
drtIter0Drc = 226
n_antenna_cell = 0
ant_nets = 0
drt-vias-per-instance = 5.22
routedWlPerCell_microns = 12.3
vias = 3734
drc = 0
drt-total-wl_mm = 8.82

[clocking]
cts_tree = done
cts.sinks = 56
post_cts_buffers = 0
cts_buffers = 5
cts_hold_buffers = 0
clkTransAtPathRegs_ps = 90
ctsHtreeMaxLevel = 2
clock-root-buffer = clkbuf_8
cts-resized-gates = 0
insertion_delay_ps = 300
clockBufferDepth = 2

[power]
pwr_density_cell_mw_per_mm2 = 182
report.power.total_mw = 0.892
ir_drop_uv = 157
leakagePower_nw = 1.68

[timing]
finClkSkew_ps = 3.09
fmax_ghz = 0.329
setup_violations = 0
postLayoutSetupSlackWorst_ps = 1460
worst_pin_slew_ps = 741
final.setup.tns_ps = 0
max-slew-margin-rel_pct = 50.6
finalCritPeriodShare_pct = 67.6
grt_setup_unrepaired = no
drv_slew = 0
min_period_ps = 3040
hold_viol_final = 0

[setup_path]
worstSetupEndpointType = output port
crit_slowest_cell = clkdlybuf4s50_1
reg2reg_slack_ps = 2170
crit_family = buffers and inverters
path_class = flop to output port
critPathMaxStageDelay_ps = 500
arrival_ps = 2140
crit_fanout = 8
critPathRequiredTime_ps = 3600
path_buffers = 2
path_cells = inv_1 -> ha_1 -> and3b_1 -> o21bai_1 -> clkdlybuf4s50_1
worst_setup_path_start_kind = flop

[cells_and_area]
register_area_sq_mm = 0.00112
mostFrequentLayoutCells = nand2_1 (70), nor2_1 (60), dfxtp_1 (56)
nFillCells = 1037
final_core_util_pct = 47.0
drive_gt1_share_pct = 5.17
syn2layout_area_growth_pct = 13.2
lay_top_count = nand2_1
comb_area_sq_mm = 0.00295

[logic_synthesis]
ys_warn_count = 8
synth-edff-count = 0
yosys_most_used_dff = dfxtp_1
ys_ff = 56
syn_area_per_cell_sq_um = 7.67
netlist-cell-type-count = 55
ys_seq_share_pct = 25.9
syn_area_sq_mm = 0.00432
ys_cells = 563
syn_inst = 563
ys_chip_area_sq_mm = 0.00432
synthArstFlopShare_pct = 0

[global_routing]
grt_max_degree = 33
met1_usage_pct = 24.6
grt_pass1_vias = 3258
grt_pass1_wl_mm = 15.0
grt-busiest-layer = met2
met2_usage_pct = 26.2
met3_usage_pct = 1.81
gr-usage-all-layers_pct = 16.1
grt-ovfl-total = 0
antenna_found_initial = 0

[die]
rows = 37
chipArea_sq_mm = 0.0112
die_w_microns = 106
initCoreUtil_pct = 41.5
die_h_microns = 106
core_region_area_sq_mm = 0.0104
pin_count = 46

[placement]
dp_hpwl_mm = 6.45
place.gp.congestion = 0.805
dp_worst_setup_slack_ps = 1350
portBuffers = 45

[outcome]
outcome = complete, no violations

[worst_hold_path]
hold_path_class = flop to flop

[job]
log.warning_count = 56
max_cap_viol_count = 0
==> cells by family after synthesis <==
logic type / synth area share [%]
flip-flops: 25.9
XOR/XNOR: 5.07
AND-OR/OR-AND: 16.2
multiplexers: 5.10
AND/OR/NAND/NOR: 31.0
adder cells (fa/ha/maj): 11.0
buffers and inverters: 5.71
==> cells in the mapped netlist (all sizes together) (5+ instances only) <==
cell	n	area, sq um
and4	7	67.6
nand4	18	134
mux2	8	90.1
dfxtp	56	1120
or3	8	50.1
nor2	60	225
o21a	6	45.0
ha	38	475
o21ai	56	280
and3b	5	43.8
nand3	23	120
clkbuf	26	97.6
nand2b	6	37.5
nor2b	6	37.5
nor4	9	101
nand2	70	263
nand3b	6	45.0
a21oi	32	160
xnor2	9	78.8
nor3	7	45.0
nor4b	6	82.6
xor2	16	140
a211oi	5	37.5
and3	5	32.5
buf	11	66.3
inv	22	82.6
mux2i	13	130
==> per-stage QoR <==
step | instances | hold WS [ps] | instance area, sq um
6_report | 716 | 504 | 4890
5_1_grt | 716 | 549 | 4890
4_1_cts | 716 | 507 | 4890
3_5_place_dp | 708 | 493 | 4780
3_3_place_gp | 708 | 481 | 4780
2_1_floorplan | 563 | 468 | 4320
==> area by class of cell <==
| cell class | count | area share [%] |
|---|---|---|
| Sequential cell | 56 | 22.9 |
| Multi-Input combinational cell | 448 | 60.4 |
| Tap cell | 136 | 3.48 |
| Inverter | 22 | 1.69 |
| Clock inverter | 2 | 0.716 |
| Timing Repair Buffer | 46 | 9.36 |
| Clock buffer | 6 | 1.48 |
==> worst register-to-register path, delay by kind of cell (launching register included) <==
family	cells	cell delay (ps)
flops	1	400
mux	1	370
simple gates	4	1090
fa+ha+maj	1	280
buf+inv	1	130
==> layer usage <==
metal / part of all wire, % / vias to the layer above
met5: 0 / -
met2: 46 / 40
met1: 52 / 1690
met3: 2.0 / 4
li1: - / 2000
met4: 0.41 / 0
==> report_power, final <==
part	total, mW	switching [mW]	internal [mW]	leakage, nW
clock	0.317	0.152	0.165	0.0552
combinational	0.0591	0.0230	0.0361	1.18
sequential	0.516	0.0162	0.500	0.453
==> flip-flops by register name, indices dropped and copies added (netlist names) <==
name,cells
sec,8
cnt,32
min,8
hr,8
==> path summary, 6_finish.rpt <==
check,cells after the start,end,startpoint
max,5,min0[2],min[0][1]
min,2,cnt[23],cnt[23]
max reg2reg,7,hr[1][1],min[0][1]
min reg2reg,2,cnt[23],cnt[23]
No activity file was given, so power comes from the tool's default toggle rates.
