==> ./design.v <==
module button (clock, reset, finish, switch, button, area);
	input clock, reset, finish, switch;
	input [3:0] button;
	output reg [2:0] area;
	reg [3:0] pre;
	initial begin
		area = 3'b000;
		pre = 4'b1111;
	end
	always @(posedge clock) begin
		if      (!reset) begin
			area = 3'b000;
			pre = 4'b1111;
		end
		else if (finish) begin
		end
		else if (switch) begin
			if (pre == button) begin
			end
			else if (button == 4'b0111 && (area <= 3)) begin
				area = area + 3'b100;
			end
			else if (button == 4'b1011 && (area >= 4)) begin
				area = area - 3'b100;
			end
			else if (button == 4'b1101 && (area != 0 && area != 4)) begin
				area = area - 3'b001;
			end
			else if (button == 4'b1110 && (area != 3 && area != 7)) begin
				area = area + 3'b001;
			end
			else begin
			end
			pre = button;
		end
		else begin
		end
	end
endmodule
==> ./run.sh <==
#!/bin/bash
# OpenROAD 26Q1-2900-gdf79404cd8, Yosys 0.63+post, stock flow scripts
make -C /OpenROAD-flow-scripts/flow DESIGN_CONFIG=/design/flow/config.mk WORK_HOME=/design/flow/orfs finish
==> ./config.mk <==
export PLATFORM = sky130hd
export DESIGN_NAME = button
export DESIGN_NICKNAME = button
export VERILOG_FILES = /design/flow/design.v
export SDC_FILE = /design/flow/constraint.sdc
export NUM_CORES = 4
export LEC_CHECK = 1
export CORE_AREA = 10 10 74 74
export DIE_AREA = 0 0 84 84
==> ./constraint.sdc <==
current_design button

set clk_period 2.0
set clk_io_pct 0.2

create_clock -name clk0 -period $clk_period [get_ports {clock}]

set non_clock_inputs [all_inputs -no_clocks]
set_input_delay [expr $clk_period * $clk_io_pct] -clock clk0 $non_clock_inputs
set_output_delay [expr $clk_period * $clk_io_pct] -clock clk0 [all_outputs]
==> Changelog: implementation <==
### Physical design

- Initial antenna violation count: 0
- Critical Path Sink Type: flop
- Switching share of power: 23.2%
- DR vias: 476
- Die height: 84 um
- Max transition margin: 74.9%
- Slew of the pin with the lowest slew margin: 0.373 ns
- Initial Utilization: 12.2%
- FP Rows: 23
- Yosys simple share: 28.0%
- Syn Inst Count: 57
- CTS tree: done
- Setup WS pre-CTS: -0.330 ns
- Worst-path clk slew: 0.04 ns
- Cts bufs inserted: 3
- Placeable Area: 3970 um2
- Synth top area cells: dfxtp_1 (29%), xor2_1 (9.1%), nand2_1 (8.5%), mux2i_1 (8.3%), o41ai_2 (3.4%)
- Post-CTS Resized: 6
- Post-CTS Setup Inserts: 0
- CTS root buf: clkbuf_8
- Max frequency: 551 MHz
- Hold Path Class: reg -> reg
- Tool warnings: 25
- Clock latency (worst-skew pair): 0.22 ns
- Mean area per synthesized cell: 8.47 um2
- Data required time of the worst path: 2.15 ns
- Status: finished, final reports clean
- Number of synthesized register bits: 7
- P&R area growth vs syn: 50.8%
- Top_reg_cell synth: dfxtp_1
- Setup WS post-layout: 0.186 ns
- Top comb family, area: simple AND/OR/NAND/NOR gates
- Setup-failing EPs final: 0
- Path depth of the worst reg2reg path: 7
- Most numerous cell in the Yosys netlist: nand2_1
- Crit-path max FO: 3
- Max Root-Sink Buffers: 2
- Mapped cell area: 483 um2
- Critical path launch point type: input port
- Cell type with the largest total area: dfxtp_1
- Final tally of hold violations: 0
- Via/cell ratio: 3.81
- Yosys warnings: 1
- Die X: 84 um
- GR Util All Layers: 3.46%
- ANT nets after route: 0
- DRC: 0
- Clock power frac: 47.7%
- Die area: 7060 um2
- Netlist cell types: 28
- Seq share, synth: 29.0%
- Placer Congestion: 0.808
- Final setup TNS: 0 ns
- PD cells: 569 nW/um2
- 1st-iter DRT viols: 16
- Unrepaired setup endpoints after global routing: false
- HPWL after detailed placement: 932 um
- Top cell area share: 29.0%
- Fill count: 446
- P_leak: 0.287 nW
- Sink Count: 7
- P_sw: 0.0959 mW
- Total Wirelength: 1220 um
- Sequential share of power: 36.2%
- Cts hold-fix bufs: 0
- Min-Delay Path Depth: 2
- Vias in the first global route: 471
- Final period util: 90.7%
- Ys async rst share: 0%
- Maximum vdd ir drop: 0.341 mV
- Ys cells: 57
- Avg WL per Cell: 9.74 um
- Post-Synth AOI/OAI Area: 18.7%
- Post-synth mux share: 8.29%
- Fin. max-slew vios: 0
- Final worst path period need: 1.81 ns
- Ports: 11
- Layout cells sized above 1: 17.3%
- Xor-xnor portion of the synthesized cell area: 9.07%
- Post-synth EDFFs: 0
- H-tree Lvls: 1
- Post-synth area from yosys stat: 483 um2
- Largest net degree at the start of global routing: 10
- Final Skew: 0.00114 ns
- Critical setup path kind: in -> reg
- GR Overflow Total: 0
- Int Pwr: 0.318 mW
- TritonRoute pass-1 iters: 4
- Logic gate share of total power: 16.1%
- First-pass GRT wire length: 2080 um
- Top cells by count: nand2_1 (11), dfxtp_1 (7), xor2_1 (5)
- Adder share: 2.59%
- WP data arrival: 1.96 ns
- ANT cells: 0
- Port Buf Inserts: 10
- Max-cap viol count: 0
==> kinds of logic (layout without fill, tap and decap cells) <==
kind of cell,after synthesis,count (layout)
muxes,4,4
buffers and inverters,4,22
adders and majority gates,1,1
and+or+nand+nor,24,24
xor gates and xnor gates,5,5
DFF,7,7
AOI/OAI and AO/OA,12,12
==> final cells by class <==
| type | count | area, um2 | share of cell area [%] |
|---|---|---|---|
| multi-input cells | 46 | 333 | 45.7 |
| flip-flops and latches | 7 | 140 | 19.2 |
| repair buffers | 16 | 140 | 19.2 |
| well taps | 50 | 62.6 | 8.59 |
| clock buffers | 4 | 45.0 | 6.19 |
| inverters | 2 | 7.51 | 1.03 |
==> cells in the final DEF, fill, tap and decap left out, drive strengths merged <==
| master | n |
|---|---|
| inv | 2 |
| clkbuf | 4 |
| o21ai | 2 |
| and2 | 1 |
| nor2b | 2 |
| o22ai | 1 |
| buf | 6 |
| o41ai | 1 |
| a21o | 1 |
| and2b | 2 |
| nor2 | 1 |
| mux2i | 4 |
| clkdlybuf4s50 | 6 |
| dfxtp | 7 |
| nand2b | 2 |
| ha | 1 |
| nand3 | 1 |
| a31oi | 1 |
| nor3b | 1 |
| or3 | 1 |
| o2111ai | 1 |
| nor3 | 1 |
| a21oi | 2 |
| nand4b | 1 |
| o311ai | 1 |
| dlygate4sd2 | 4 |
| o211ai | 1 |
| nand2 | 11 |
| xor2 | 5 |
| a2bb2oi | 1 |
==> through the flow <==
| stage | utilization (%) | power (mW) | instance area, um2 | instances | hold WS [ns] |
|---|---|---|---|---|---|
| after CTS | 18.3 | 0.418 | 728 | 125 | 0.492 |
| after global routing | 18.3 | 0.439 | 728 | 125 | 0.526 |
| after floorplan | - | 0.184 | 483 | 57 | 0.462 |
| after detailed placement | 17.0 | 0.219 | 677 | 121 | 0.482 |
| final | 18.3 | 0.414 | 728 | 125 | 0.491 |
| after global placement | 17.0 | 0.217 | 677 | 121 | 0.476 |
==> sequential cells by signal (all words and copies together), names as in the netlist <==
register,cells
pre,4
area,3
==> layer usage <==
| metal | routed length [um] | track usage (%) |
|---|---|---|
| met2 | 560 | 5.71 |
| met1 | 559 | 4.05 |
| met3 | 89 | 1.67 |
| met4 | 8 | 0.457 |
| met5 | 0 | 0 |
==> critical path: stages <==
cell,delay [ns]
dlygate4sd2_1,0.25
nand4b_4,0.18
nand2_1,0.08
o21ai_0,0.09
ha_2,0.19
or3_1,0.38
a31oi_1,0.15
o2111ai_1,0.13
o211ai_1,0.10
==> power by group through the flow <==
stage	combinational (mW)	sequential, mW	clock [mW]
5_1_grt	0.0735	0.150	0.215
4_1_cts	0.0670	0.150	0.202
6_report	0.0668	0.150	0.198
==> final timing paths <==
path	slack, ns	start	endpoint
min reg2reg	0.49	pre[1]$_SDFFE_PN1P_	pre[1]$_SDFFE_PN1P_
max reg2reg	0.31	area[1]$_SDFFE_PN0P_	area[2]$_SDFFE_PN0P_
max	0.19	button[1]	area[2]$_SDFFE_PN0P_
min	0.49	pre[1]$_SDFFE_PN1P_	pre[1]$_SDFFE_PN1P_
Power is estimated from default activity; no workload was simulated.
